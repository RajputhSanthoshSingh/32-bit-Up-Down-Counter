[constraint.sdc]
current_design lcdlab3

set clk_period 1.8
set clk_io_pct 0.2

create_clock -name clk0 -period $clk_period [get_ports {CLOCK_50}]

set non_clock_inputs [all_inputs -no_clocks]
set_input_delay [expr $clk_period * $clk_io_pct] -clock clk0 $non_clock_inputs
set_output_delay [expr $clk_period * $clk_io_pct] -clock clk0 [all_outputs]
[config.mk]
export PLATFORM = sky130hd
export DESIGN_NAME = lcdlab3
export DESIGN_NICKNAME = lcdlab3
export VERILOG_FILES = /design/flow/design.v
export SDC_FILE = /design/flow/constraint.sdc
export NUM_CORES = 4
export LEC_CHECK = 1
export CORE_UTILIZATION = 40
[design.v]
module	Reset_Delay( input iCLK, output reg oRESET);
reg	[19:0]	Cont;
always@(posedge iCLK)
begin
	if(Cont!=20'hFFFFF)
	begin
		Cont	<=	Cont + 1'b1;
		oRESET	<=	1'b0;
	end
	else
	oRESET	<=	1'b1;
end
endmodule
module LCD_Display(iCLK_50MHZ, iRST_N, hex1, hex0, 
	LCD_RS,LCD_E,LCD_RW,DATA_BUS);
input iCLK_50MHZ, iRST_N;
input [3:0] hex1, hex0;
output LCD_RS, LCD_E, LCD_RW;
inout [7:0] DATA_BUS;
parameter
HOLD = 4'h0,
FUNC_SET = 4'h1,
DISPLAY_ON = 4'h2,
MODE_SET = 4'h3,
Print_String = 4'h4,
LINE2 = 4'h5,
RETURN_HOME = 4'h6,
DROP_LCD_E = 4'h7,
RESET1 = 4'h8,
RESET2 = 4'h9,
RESET3 = 4'ha,
DISPLAY_OFF = 4'hb,
DISPLAY_CLEAR = 4'hc;
reg [3:0] state, next_command;
reg [7:0] DATA_BUS_VALUE;
wire [7:0] Next_Char;
reg [19:0] CLK_COUNT_400HZ;
reg [4:0] CHAR_COUNT;
reg CLK_400HZ, LCD_RW_INT, LCD_E, LCD_RS;
assign DATA_BUS = (LCD_RW_INT? 8'bZZZZZZZZ: DATA_BUS_VALUE);
LCD_display_string u1(
.index(CHAR_COUNT),
.out(Next_Char),
.hex1(hex1),
.hex0(hex0));
assign LCD_RW = LCD_RW_INT;
always @(posedge iCLK_50MHZ or negedge iRST_N)
	if (!iRST_N)
	begin
	   CLK_COUNT_400HZ <= 20'h00000;
	   CLK_400HZ <= 1'b0;
	end
	else if (CLK_COUNT_400HZ < 20'h0F424)
	begin
	   CLK_COUNT_400HZ <= CLK_COUNT_400HZ + 1'b1;
	end
	else
	begin
	  CLK_COUNT_400HZ <= 20'h00000;
	  CLK_400HZ <= ~CLK_400HZ;
	end
always @(posedge CLK_400HZ or negedge iRST_N)
	if (!iRST_N)
	begin
	 state <= RESET1;
	end
	else
	case (state)
	RESET1:			
	begin
	  LCD_E <= 1'b1;
	  LCD_RS <= 1'b0;
	  LCD_RW_INT <= 1'b0;
	  DATA_BUS_VALUE <= 8'h38;
	  state <= DROP_LCD_E;
	  next_command <= RESET2;
	  CHAR_COUNT <= 5'b00000;
	end
	RESET2:
	begin
	  LCD_E <= 1'b1;
	  LCD_RS <= 1'b0;
	  LCD_RW_INT <= 1'b0;
	  DATA_BUS_VALUE <= 8'h38;
	  state <= DROP_LCD_E;
	  next_command <= RESET3;
	end
	RESET3:
	begin
	  LCD_E <= 1'b1;
	  LCD_RS <= 1'b0;
	  LCD_RW_INT <= 1'b0;
	  DATA_BUS_VALUE <= 8'h38;
	  state <= DROP_LCD_E;
	  next_command <= FUNC_SET;
	end
	FUNC_SET:
	begin
	  LCD_E <= 1'b1;
	  LCD_RS <= 1'b0;
	  LCD_RW_INT <= 1'b0;
	  DATA_BUS_VALUE <= 8'h38;
	  state <= DROP_LCD_E;
	  next_command <= DISPLAY_OFF;
	end
	DISPLAY_OFF:
	begin
	  LCD_E <= 1'b1;
	  LCD_RS <= 1'b0;
	  LCD_RW_INT <= 1'b0;
	  DATA_BUS_VALUE <= 8'h08;
	  state <= DROP_LCD_E;
	  next_command <= DISPLAY_CLEAR;
	end
	DISPLAY_CLEAR:
	begin
	  LCD_E <= 1'b1;
	  LCD_RS <= 1'b0;
	  LCD_RW_INT <= 1'b0;
	  DATA_BUS_VALUE <= 8'h01;
	  state <= DROP_LCD_E;
	  next_command <= DISPLAY_ON;
	end
	DISPLAY_ON:
	begin
	  LCD_E <= 1'b1;
	  LCD_RS <= 1'b0;
	  LCD_RW_INT <= 1'b0;
	  DATA_BUS_VALUE <= 8'h0C;
	  state <= DROP_LCD_E;
	  next_command <= MODE_SET;
	end
	MODE_SET:
	begin
	  LCD_E <= 1'b1;
	  LCD_RS <= 1'b0;
	  LCD_RW_INT <= 1'b0;
	  DATA_BUS_VALUE <= 8'h06;
	  state <= DROP_LCD_E;
	  next_command <= Print_String;
	end
	Print_String:
	begin
	  state <= DROP_LCD_E;
	  LCD_E <= 1'b1;
	  LCD_RS <= 1'b1;
	  LCD_RW_INT <= 1'b0;
	  if (Next_Char[7:4] != 4'h0)
		DATA_BUS_VALUE <= Next_Char;
	  else if (Next_Char[3:0] >9)
		 DATA_BUS_VALUE <= {4'h4,Next_Char[3:0]-4'h9};
	  else
		 DATA_BUS_VALUE <= {4'h3,Next_Char[3:0]};
	  if ((CHAR_COUNT < 31) && (Next_Char != 8'hFE))
	     CHAR_COUNT <= CHAR_COUNT + 1'b1;
	  else
	     CHAR_COUNT <= 5'b00000; 
	  if (CHAR_COUNT == 15)
	    next_command <= LINE2;
	  else if ((CHAR_COUNT == 31) || (Next_Char == 8'hFE))
	    next_command <= RETURN_HOME;
	  else
	    next_command <= Print_String;
	end
	LINE2:
	begin
	  LCD_E <= 1'b1;
	  LCD_RS <= 1'b0;
	  LCD_RW_INT <= 1'b0;
	  DATA_BUS_VALUE <= 8'hC0;
	  state <= DROP_LCD_E;
	  next_command <= Print_String;
	end
	RETURN_HOME:
	begin
	  LCD_E <= 1'b1;
	  LCD_RS <= 1'b0;
	  LCD_RW_INT <= 1'b0;
	  DATA_BUS_VALUE <= 8'h80;
	  state <= DROP_LCD_E;
	  next_command <= Print_String;
	end
	DROP_LCD_E:
	begin
	  LCD_E <= 1'b0;
	  state <= HOLD;
	end
	HOLD:
	begin
	  state <= next_command;
	end
	endcase
endmodule
module LCD_display_string(index,out,hex0,hex1);
input [4:0] index;
input [3:0] hex0,hex1;
output [7:0] out;
reg [7:0] out;
   always 
     case (index)
	5'h00: out <= 8'h43;
	5'h01: out <= 8'h6F;
	5'h02: out <= 8'h75;
	5'h03: out <= 8'h6E;
	5'h04: out <= 8'h74;
	5'h05: out <= 8'h3D;
	5'h06: out <= {4'h0,hex1};
	5'h07: out <= {4'h0,hex0};
	5'h10: out <= 8'h44;
	5'h11: out <= 8'h45;
	5'h12: out <= 8'h32;
	default: out <= 8'h20;
     endcase
endmodule
module lcdlab3(
  input CLOCK_50,	 
  input [3:0] KEY,       
  input [17:0] SW,	 
  output [6:0]	HEX0,HEX1,HEX2,HEX3,HEX4,HEX5,HEX6,HEX7,   
  output [8:0] LEDG,   
  output [17:0] LEDR,   
  inout [35:0] GPIO_0,GPIO_1,	 
  output LCD_ON,	 
  output LCD_BLON,	 
  output LCD_RW,	 
  output LCD_EN,	 
  output LCD_RS,	 
  inout [7:0] LCD_DATA	 
);
assign	GPIO_0		=	36'hzzzzzzzzz;
assign	GPIO_1		=	36'hzzzzzzzzz;
wire [6:0] myclock;
wire RST;
assign RST = KEY[0];
wire DLY_RST;
Reset_Delay r0(	.iCLK(CLOCK_50),.oRESET(DLY_RST) );
assign LEDR = SW;
assign	LCD_ON		=	1'b1;
assign	LCD_BLON	=	1'b1;
wire [3:0] hex1, hex0;
assign hex1 = SW[7:4];
assign hex0 = SW[3:0];
LCD_Display u1(
   .iCLK_50MHZ(CLOCK_50),
   .iRST_N(DLY_RST),
   .hex0(hex0),
   .hex1(hex1),
   .DATA_BUS(LCD_DATA),
   .LCD_RW(LCD_RW),
   .LCD_E(LCD_EN),
   .LCD_RS(LCD_RS)
);
assign HEX0 = 7'b111_1111;
assign HEX1 = 7'b111_1111;
assign HEX2 = 7'b111_1111;
assign HEX3 = 7'b111_1111;
assign HEX4 = 7'b111_1111;
assign HEX5 = 7'b111_1111;
assign HEX6 = 7'b111_1111;
assign HEX7 = 7'b111_1111;
endmodule
[run.sh]
#!/bin/bash
# OpenROAD 26Q1-2900-gdf79404cd8, Yosys 0.63+post, stock flow scripts
make -C /OpenROAD-flow-scripts/flow DESIGN_CONFIG=/design/flow/config.mk WORK_HOME=/design/flow/orfs finish
==> summary.txt <==
The implementation run finished. TritonCTS buffer count landed at 5. The script logs the mean routed wire length per placed instance as around 10 µm. In this run the power density over the cells is around 520 nW/µm².

Yosys attributes the largest share of cell area to buf_4 25%, edfxtp_1 25%, dfrtp_1 13%. Endpoints with negative setup slack in the final report add up to 0. Among all flip-flop cells after synthesis, the most frequent one is edfxtp_1. The initial antenna violation count is 0. The number of placed instances, taps included, is around 630. First-iteration detailed-routing DRC count landed at 121. Total negative slack for setup checks landed at 0 ns. DRC violation count after routing landed at 0. Warnings raised by the tools during the run amount to 34. Hold is met by between 0.2 and 0.25 ns. Area share of the largest cell type after synthesis landed at 25.4%. According to the floorplan report, the die height is 110 µm. Yosys reports a chip area of about 4700 µm². TritonCTS built the clock tree. Counting flops with a built-in enable in the synthesized netlist gives 39.

The layout stage reports a final design area of about 4600 µm². Number of synthesized register bits landed at approximately 65. Number of pins exceeding their max-slew limit in the final report landed at 0. Maximum vdd ir drop landed at about 0.54 mV. No sink is reached through more buffers than the 2 on the longest clock path. STA classifies the critical path startpoint as a flip-flop.

Maximum fanout along the worst path landed at 5. The synthesized design spends more area on one cell type than any other, namely buf_4. Summing the sequential cell areas from Yosys gives between 30% and 40% of the chip area.

After its last routability iteration, the placer logged a weighted congestion of ~0.9. Slew at the pin with the worst max-slew slack landed at roughly 0.7 ns. Setup repair after global routing left no endpoint under its margin.

The via count of the first global-routing pass was ~2400. Data arrival time of the worst path landed at 1.90 ns. The skew report gives the latency at the later pin of the worst-skew pair as about 0.28 ns. The flow ran to the end, and the final reports show no timing, DRC or antenna violations. Full die area landed at between 10000 and 15000 µm². The endpoint identified for the worst register-to-register timing path is u1.CLK_COUNT_400HZ[14].

Netlist area before placement landed at between 4000 and 5000 µm². Once detail routing completed, the nets flagged for antenna violations numbered 0. In this run the critical register-to-register path is launched from u1.CLK_COUNT_400HZ[5]. For this design the static power due to leakage is 1.99 nW.

Post-synthesis instance total landed at between 400 and 500. The critical path in this run is classified as flip-flop to flip-flop. For the finished layout, the period the worst path requires is around 1.7 ns. Per the timing report, the achievable frequency comes out to around 590 MHz.

Horizontal die dimension landed at around 110 µm. Total placed instance area landed at about 4400 µm². Yosys warning count landed at 15. Count of endpoints without a timing constraint landed at between 50 and 60. For this run, the number of standard cells in the final layout without fillers is between 600 and 700. Compared with the post-synthesis result, the final layout area differs by -2.06%. Number of antenna cells inserted landed at 0. For this configuration, the core starts out at a cell density of around two fifths. Prior to clock tree synthesis, the placed netlist has a worst setup slack of 0.0841 ns. Headroom to the max-slew limit landed at 52.5%. Setup slack on the worst reg-to-reg path comes out at ~0.11 ns.

Per the detail_route report, vias per standard cell equal 4.46. By instance count, the leading cell after synthesis is buf_4. Per the synthesis report, the number of distinct cell types is approximately 56. Per the final layout report, the fraction of cells sized above drive strength 1 comes to under 10%. Placeable core area landed at 11400 µm². The timer found 23 register pins that no clock reaches; their paths are not timed. The worst setup path is captured at a flip-flop. In the CTS report, the clock slew at the register clock pins of the worst setup and hold paths is listed as 0.06 ns. Checking hold timing, the worst path is listed with class flip-flop to async pin.

Ranked by instance count, the synthesized netlist is headed by 158 x buf_4, 39 x edfxtp_1, 35 x nor2_1. Cell depth of the worst flop-to-flop path landed at 6. Per the run summary, max-cap violations total 0.

The H-tree was split into 2 levels. Final worst-path cycle share landed at 93.9%. Power after layout landed at ~2.4 mW. Total count of hold-check failures in the final report landed at 0.

Overall routing resource usage recorded by global route was 11.2%. Worst setup skew after layout landed at approximately 0.0046 ns. I/O pin count landed at 191.

Number of detailed-route iterations in the first pass landed at 4. Via total after detailed routing landed at around 2900. Wire length after detailed routing landed at between 6 and 7 mm. Utilization after layout landed at roughly two fifths.

Count of input and output buffers landed at 18. In the Yosys report the total cell count is 491. Total grt overflow landed at 0.

Summed over all nets, the half-perimeter wirelength after detailed placement is ~5 mm. Share of synthesized registers carrying an async set or reset landed at about two fifths. Setup slack after layout landed at ~0.11 ns. In this run the mean area of a mapped cell was about 9.5 µm². First-pass GRT wire length landed at about 11 mm. For reference, the placement row count at floorplan is 39. The required time at the worst endpoint is listed as 2.01 ns.

Looking at the clock tree report, the root buffer type is clkbuf_16. Pin count of the biggest net entering global routing landed at 31.
-- repair_timing --
item                       CTS  global route
gates resized                0             3
setup endpoints to repair    0            23
setup buffers                0             1
hold buffers                 0             0
-- cell type report --
class	instances	area [µm²]
Sequential cell	65	1820
Multi-Input combinational cell	384	2100
Tap cell	143	179
Fill cell	1075	6800
Clock inverter	1	6.26
Timing Repair Buffer	29	275
Clock buffer	7	154
Inverter	10	37.5
-- cell usage in the layout, fill, tap and decap left out, types with 4 or more instances in the layout --
cell type        Yosys  routed
conb_1               2     144
edfxtp_1            39      39
nor2_1              35      35
nand2_1             26      26
dfrtp_1             24      24
nand3_1             24      23
xor2_1              20      20
clkdlybuf4s50_1      0      18
xnor2_1             14      14
a21oi_1             13      13
o21ai_0             11      11
and3_1              12      11
nand4_1             11      11
inv_1               10      10
buf_4              158      10
ha_1                10       9
clkbuf_16            0       6
a31oi_1              5       5
nand2b_1             5       5
or3_1                4       4
o211ai_1             4       4
-- logic make-up after synthesis --
kind of cell    after synthesis  share of synthesized area, %
mux                           3                         0.697
flops                        65                          39.0
fa+ha+maj                    10                          2.68
simple gates                133                          14.1
compound gates               60                          9.14
buf+inv                     184                          27.9
other cells                   2                         0.161
xor+xnor                     34                          6.38
-- sequential cells by signal (all words and copies together) (netlist names) --
name,flops
u1.CHAR_COUNT,5
r0.Cont,20
u1.LCD_RS,1
r0.oRESET,1
u1.LCD_E,1
LCD_DATA,8
u1.next_command,4
u1.CLK_COUNT_400HZ,20
u1.CLK_400HZ,1
u1.state,4
-- how the worst max path moves through the flow --
stage / from / endpoint / depth (start not counted)
after CTS: r0.Cont[0] / r0.Cont[17] / 7
after global routing: r0.Cont[0] / r0.Cont[18] / 7
final: u1.CLK_COUNT_400HZ[5] / u1.CLK_COUNT_400HZ[14] / 6
-- routing by layer --
layer	track usage (%)	vias up	wire length, µm
met3	1.56	9	344
met1	16.3	1356	2880
li1	-	1387	-
met4	1.62	0	88
met2	18.8	100	3340
met5	0	-	0
-- worst max-delay path, cell delays in order, from the launching register on --
cell,delay (ns)
dfrtp_1,0.37
and4_1,0.20
and2_2,0.19
and4_2,0.28
nand2_1,0.10
or3_1,0.32
a21oi_1,0.14
-- where the power goes --
part | switching (mW) | internal (mW) | total [mW]
clock | 0.342 | 0.599 | 0.940
combinational | 0.0797 | 0.0531 | 0.133
sequential | 0.00888 | 1.30 | 1.31
Power and IR drop assume default switching activity.
