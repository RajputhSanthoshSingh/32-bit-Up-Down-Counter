<file path="flow/config.mk">
export PLATFORM = sky130hd
export DESIGN_NAME = traffic
export DESIGN_NICKNAME = traffic
export VERILOG_FILES = /design/flow/design.v
export SDC_FILE = /design/flow/constraint.sdc
export NUM_CORES = 4
export LEC_CHECK = 1
export CORE_UTILIZATION = 40
</file>
<file path="flow/constraint.sdc">
current_design traffic

set clk_period 5.7
set clk_io_pct 0.2

create_clock -name clk0 -period $clk_period [get_ports {clk}]

set non_clock_inputs [all_inputs -no_clocks]
set_input_delay [expr $clk_period * $clk_io_pct] -clock clk0 $non_clock_inputs
set_output_delay [expr $clk_period * $clk_io_pct] -clock clk0 [all_outputs]
</file>
<file path="flow/design.v">
module traffic(clk,rst,HEX0,HEX1,z);
input clk,rst;
output reg [6:0] HEX0,HEX1;
output reg [2:0] z;
reg [3:0] count0,count1;
reg clk1;
reg [24:0] clkdiv;
reg [4:0] count;
parameter S0=2'b00;
parameter S1=2'b01;
parameter S2=2'b10;
parameter delay1=5'b01010;
parameter delay2=5'b10100;
parameter delay3=5'b11110;  
reg [1:0] state;
parameter x0=7'b1000000;
parameter x1=7'b1111001;
parameter x2=7'b0100100;
parameter x3=7'b0110000;
parameter x4=7'b0011001;
parameter x5=7'b0010010;
parameter x6=7'b0000010;
parameter x7=7'b1111000;
parameter x8=7'b0;
parameter x9=7'b0011000;
always @(posedge clk)
begin
if (clkdiv==25'b1011_0111_0001_1011_0000_0000_0)
begin
if(rst)
clk1<=1'b0;
else 
clk1=~clk1;
clkdiv<=25'b0;
end
else
clkdiv<=clkdiv+1'b1;
end
always @(posedge clk1)
begin
if(rst)
count0<=4'b0;
else if(count0<4'b1010)
count0<=count0+1'b1;
else
count0<=4'b0;
end
always@(count0)
begin
if(rst)
count1<=4'b0;
else if(count0==4'b1001)
count1<=count1+1'b1;
else if(count1==4'b0110)
count1<=4'b0;
end
always @(count0)
begin
if(count0==4'b0)
HEX0<=x0;
else if(count0==4'b0001)
HEX0<=x1;
else if(count0==4'b0010)
HEX0<=x2;
else if(count0==4'b0011)
HEX0<=x3;
else if(count0==4'b0100)
HEX0<=x4;
else if(count0==4'b0101)
HEX0<=x5;
else if(count0==4'b0110)
HEX0<=x6;
else if(count0==4'b0111)
HEX0<=x7;
else if(count0==4'b1000)
HEX0<=x8;
else if(count0==4'b1001)
HEX0<=x9;
end
always @(count1)
begin
if(count1==4'b0)
HEX1<=x0;
else if(count1==4'b0001)
HEX1<=x1;
else if(count1==4'b0010)
HEX1<=x2;
else if(count1==4'b0011)
HEX1<=x3;
else if(count1==4'b0100)
HEX1<=x4;
else if(count1==4'b0101)
HEX1<=x5;
else if(count1==4'b0110)
HEX1<=x6;
end
always @(posedge clk,posedge rst)
begin
if (rst)
begin
state<=S0;
count<=5'b0;
end
else
case(state)
S0:if(count < delay1)
begin
state<=S0;
count<=count+1'b1;
end
else
begin
state<=S1;
count<=5'b0;
end
S1:if(count<delay2)
begin
state<=S1;
count<=count+1'b1;
end
else
begin
state<= S2;
count<=5'b0;
end
S2:if(count<delay3)
begin
state<=S2;
count<=count+1'b1;
end
else
begin
state<=S0;
count<=5'b0;
end
endcase
end
always @(*)
begin
case(state)
S0:z=3'b001;
S1:z=3'b010;
S2:z=3'b100;
endcase
end
endmodule
</file>
<file path="flow/run.sh">
#!/bin/bash
# OpenROAD 26Q1-2900-gdf79404cd8, Yosys 0.63+post, stock flow scripts
make -C /OpenROAD-flow-scripts/flow DESIGN_CONFIG=/design/flow/config.mk WORK_HOME=/design/flow/orfs finish
</file>
==> run_results.csv <==
group,metric,value,unit
route,ant_nets,0,
global_route,grt_overflow,0,
power_and_ir_drop,power.switching,0.0000817,W
cells_and_area,area_growth,11.4,%
place,dp_cells,373,
place,dpl_cell_area,2760,sq um
worst_setup_path,crit_type,"reg2reg",
synthesis,avgSynthCellArea,8.57,sq um
cells_and_area,finalCoreUtilization,47.2,%
cells_and_area,design_area,2840,sq um
power_and_ir_drop,netSwitchingFraction,19.5,%
power_and_ir_drop,pwr-share-clk,41.8,%
clock_network,cts_root_buf,"clkbuf_8",
status,status,"finished clean",
min_path,min_path_type,"reg2reg",
clock_network,cts.path.max_buffers,2,
power_and_ir_drop,intPower,0.000337,W
synthesis,edf_count,1,
timing,untimed_endpoints,41,
timing,max_freq,0.482,GHz
global_route,grt_pass1_wl,7650,um
route,vias,1950,
worst_setup_path,cp_max_fo,6,
worst_setup_path,endpoint_kind,"register",
worst_setup_path,cpPeakStageDelay,0.60,ns
floorplanning,fp_util,42.4,%
synthesis,ys_cells,298,
power_and_ir_drop,powerDensity,147,nW/um^2
place,port_buffers,18,
clock_network,cts_max_level,2,
synthesis,yosys_warnings,9,
global_route,grt_max_degree,17,
clock_network,post_cts_buffers,0,
worst_setup_path,arrival,2.29,ns
timing,rsz0062_at_grt,"no",
power_and_ir_drop,power_frac_seq,57.4,%
floorplanning,io_pins,19,
clock_network,cts_tree,"done",
power_and_ir_drop,p_leak,1.12,nW
worst_setup_path,crit_buf_inv,0,
cells_and_area,layoutNonFillerInstCount,380,
place,preCtsSetupSlack,3.66,ns
worst_setup_path,cp.required,5.92,ns
synthesis,yosys.area.top_type,"dfxtp_1",
power_and_ir_drop,ir_drop,168,uV
clock_network,path_clk_slew,0.07,ns
route,drc,0,
flow_run,warnings,32,
floorplanning,rows,28,
route,drt_wl_total,4310,um
synthesis,ff_type,"dfxtp_1",
timing,finalClockSkew,0.00687,ns
place,gp_routability_congestion,0.811,
floorplanning,die_h,81.9,um
route,diodes,0,
power_and_ir_drop,power_frac_comb,0.8,%
timing,hold_viol_final,0,
synthesis,synthCells,298,
global_route,antenna_found_initial,0,
cells_and_area,drive_gt1_share,4.92,%
place,dp_hpwl,3130,um
floorplanning,die_w,81.9,um
synthesis,synthTopCellsByArea,"dfxtp_1 (23%), dlxtn_1 (12%), dfrtp_1 (6.9%)",
clock_network,clock_latency,0.28,ns
floorplanning,die_area,6700,sq um
synthesis,syn_area,2550,sq um
timing,worst_slack,3.63,ns
worst_setup_path,cp_top_family,"simple AND/OR/NAND/NOR gates",
flow_run,drv_cap,0,
clock_network,ctsResizeCount,0,
timing,finalSetupViolCount,0,
route,dr.pass1.iters,4,
global_route,grt_pass1_vias,1700,
synthesis,numSynthFlops,58,
global_route,grt_usage,14.4,%
floorplanning,design.core.area,6030,sq um
worst_setup_path,cpMaxStageDelayCell,"or4_4",
worst_setup_path,critPathLaunchType,"register",
timing,tns,0,ns
timing,period_minus_slack,2.07,ns
timing,unclocked_regs,24,
timing,worst_pin_slew,0.785,ns
synthesis,async_flop_share,13.8,%
route,viasPerCell,5.13,
worst_setup_path,crit_chain,"ha_1 > nand2_1 > or4_4 > or4_1 > a21oi_1",
route,drt_iter0_markers,82,
clock_network,cts_made_buffers,5,
timing,drv_slew,0,
timing,relSlewSlack,47.5,%
clock_network,cts_hold_buf,0,
route,post_drt_wl_per_cell,11.3,um
timing,period_used_share,36.4,%
synthesis,yosys_area,2550,sq um
synthesis,top_area_share,22.7,%
synthesis,ys_types,48,
-- synthesized netlist by cell type, types with 3 or more instances --
cell type,instances
a21oi_1,16
xnor2_1,12
nor3_1,10
dlxtn_1,20
nand2_1,18
dfxtp_1,29
and3_1,8
inv_1,12
and2_1,4
o21ai_0,10
nand2b_1,7
nor2b_1,4
dfrtp_1,7
or3_1,4
ha_1,11
nor4_1,10
clkbuf_1,16
nand3_1,12
nand4_1,11
xor2_1,6
nor2_1,35
o21bai_1,3
-- area by class of cell --
cell class	instances	area (sq um)
multi-input combinational	209	1320
sequential	58	1110
tap	75	93.8
clock buffer	7	86.3
fill	572	3180
inverter	12	45.0
timing repair buffer	19	188
-- worst paths after layout --
path                           start         end  slack, ns  cells after the start
min in group asynchronous        rst    count[4]       1.24                      2
setup reg to reg           clkdiv[0]  clkdiv[24]       3.63                      5
setup / recovery           clkdiv[0]  clkdiv[24]       3.63                      5
hold / removal             clkdiv[0]   clkdiv[0]       0.47                      1
max in group asynchronous        rst    state[0]       4.14                      2
hold reg to reg            clkdiv[0]   clkdiv[0]       0.47                      1
-- per-stage QoR --
step	hold slack [ns]	total power, W
floorplan	0.430	0.000247
global placement	0.451	0.000249
detailed placement	0.460	0.000249
CTS	0.474	0.000425
global route	0.503	0.000436
finish	0.469	0.000419
-- registers in the layout, indices dropped and copies added (netlist names) --
name,flops
HEX1,6
count1,4
count,5
HEX0,7
clkdiv,25
state,3
clk1,1
z,3
count0,4
-- cell families after synthesis --
kind of cell / count (synthesis) / share of synthesized area (%)
buffers and inverters: 31 / 4.80
muxes: 2 / 0.784
adders and majority gates: 11 / 5.39
DFF: 38 / 31.8
AOI/OAI and AO/OA: 41 / 10.2
xor gates and xnor gates: 18 / 6.18
and+or+nand+nor: 137 / 29.0
latches: 20 / 11.8
-- metal layers --
metal | vias to the layer above | track usage (%) | share of wire, %
met2 | 38 | 21.7 | 40
met3 | 5 | 2.03 | 3.3
li1 | 1054 | - | -
met5 | - | 0 | 0
met1 | 853 | 23.1 | 55
met4 | 0 | 1.40 | 1.3
-- cells in the final DEF (no fill, tap or decap), types with 4 or more instances in the layout --
| cell | instances |
|---|---|
| nor3_1 | 10 |
| nor2b_1 | 4 |
| inv_1 | 12 |
| xor2_1 | 6 |
| o21ai_0 | 10 |
| dfrtp_1 | 7 |
| nand3_1 | 12 |
| or3_1 | 4 |
| nor4_1 | 10 |
| dfxtp_1 | 29 |
| nor2_1 | 35 |
| nand4_1 | 11 |
| a21oi_1 | 16 |
| xnor2_1 | 12 |
| nand2_1 | 18 |
| dlxtn_1 | 20 |
| clkbuf_8 | 6 |
| and3_1 | 8 |
| ha_1 | 11 |
| and2_1 | 4 |
| clkdlybuf4s50_1 | 18 |
| nand2b_1 | 7 |
-- power groups by stage --
stage     clock network, W   logic (W)  registers, W
4_1_cts           0.000181  0.00000343      0.000240
6_report          0.000175  0.00000324      0.000241
5_1_grt           0.000192  0.00000381      0.000240
Power is estimated from default activity; no workload was simulated.
